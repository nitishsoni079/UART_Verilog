$ cat design/flow/config.mk
export PLATFORM = sky130hd
export DESIGN_NAME = UART_RECEIVER
export DESIGN_NICKNAME = UART_RECEIVER
export VERILOG_FILES = /design/flow/design.v
export SDC_FILE = /design/flow/constraint.sdc
export NUM_CORES = 4
export LEC_CHECK = 1
export CORE_AREA = 10 10 76 76
export DIE_AREA = 0 0 86 86
$ cat design/flow/constraint.sdc
current_design UART_RECEIVER

set clk_period 3.2
set clk_io_pct 0.2

create_clock -name clk0 -period $clk_period [get_ports {clk}]

set non_clock_inputs [all_inputs -no_clocks]
set_input_delay [expr $clk_period * $clk_io_pct] -clock clk0 $non_clock_inputs
set_output_delay [expr $clk_period * $clk_io_pct] -clock clk0 [all_outputs]
$ cat design/flow/design.v
`timescale 1ns/10ps
module UART_RECEIVER
  #(parameter CLKS_PER_BIT = 217)
  (
   input        clk,
   input        i_Serial,
   output       o_DV,
    output [7:0] o_Byte_parellel
   );
  parameter IDLE         = 3'b000;
  parameter RX_START_BIT = 3'b001;
  parameter RX_DATA_BITS = 3'b010;
  parameter RX_TERMINATE_BITS = 3'b011;
  parameter cleanup = 3'b100;
  reg[2:0] DATABIT_INDEX = 0;
  reg[2:0] RX_MAIN = 3'b000;
  reg[7:0] clock_count = 0;
  reg[7:0] r_Byte_parallel = 0;
  reg r_DV = 0;
  always@ (posedge clk)
    begin
      case(RX_MAIN)
          IDLE: begin
            r_DV <= 1'b0;
            clock_count <= 0;
            DATABIT_INDEX <= 0;
            if(i_Serial == 1'b0)
              begin 
                RX_MAIN <= RX_START_BIT;
              end
            else
              begin
              RX_MAIN <= IDLE;
              end
          end
          RX_START_BIT:
          begin
            if(clock_count == CLKS_PER_BIT+1/2)
              begin
                if(i_Serial == 1'b0)
                  RX_MAIN <= RX_DATA_BITS;
                else
                  RX_MAIN <= IDLE;
              end
            else
              begin
                clock_count <= clock_count + 1;
                RX_MAIN <= RX_START_BIT;
                end
            end
          RX_DATA_BITS:
          begin
            if(clock_count < 217)
              begin
                clock_count <= clock_count+1;
                RX_MAIN <= RX_DATA_BITS;
              end
            else
              begin
                r_Byte_parallel[DATABIT_INDEX] <= i_Serial;
                clock_count <= 0;
                if(DATABIT_INDEX < 7)
                  begin
                    DATABIT_INDEX <= DATABIT_INDEX + 1;
                    RX_MAIN <= RX_DATA_BITS;
                  end
                else
                  begin
                    clock_count <= 0;
                    RX_MAIN <= RX_TERMINATE_BITS;
                  end
              end
              end
            RX_TERMINATE_BITS:
            begin
              if(clock_count < 217)
                begin
                  clock_count <= clock_count + 1;
                  RX_MAIN <= RX_TERMINATE_BITS;
                end
              else
                begin
                  r_DV = 1'b1;
                  clock_count <= 0;
                  RX_MAIN <= cleanup;
                end
            end
            cleanup:
            begin
              RX_MAIN <= IDLE;
              r_DV <= 1'b0;
            end
            default:
            RX_MAIN <= IDLE;
            endcase
          end
          assign o_DV = r_DV;
          assign o_Byte_parellel = r_Byte_parellel;
          endmodule
$ cat design/flow/run.sh
#!/bin/bash
# OpenROAD 26Q1-2900-gdf79404cd8, Yosys 0.63+post, stock flow scripts
make -C /OpenROAD-flow-scripts/flow DESIGN_CONFIG=/design/flow/config.mk WORK_HOME=/design/flow/orfs finish
==> run summary <==
Flow results follow.

The worst setup path is captured at a register. Setup repair after global routing left no endpoint under its margin. The number of iterations in the first detailed-routing pass is 4. The chip area is 7400 sq um. The number of gates resized after CTS is 0. The latest clock arrival within the worst-skew pair is 0.24 ns. The DRC violation total left in the routed layout is recorded as 0.

The post-route setup TNS is 0 ns. The cell count listed in synth_stat.txt is 85. The final design area excluding fillers is 955 sq um. The via count of the first global-routing pass is 522. The core region is 4120 sq um. The clock passes through at most 2 buffers.

The total power per unit cell area is 377 nW/um^2. The critical path class is register to register. The first global-routing pass estimated 2410 um of wire. The clock arrives with 0.00145 ns of skew. The mean cell area of the mapped netlist is 10.1 sq um.

The overall routing resource usage is 0.0394. Buffers placed on the I/O ports in this run total 2. The initial utilization of the core area, before any placement, comes to 0.209. The largest individual stage delay along the critical path comes from the cell a211oi_1. The final worst-path setup slack is 1.05 ns. In this build the clock could be raised as far as 464 MHz.

The mapped cell area is 861 sq um. The worst path in the final design needs a cycle of 2.15 ns, including I/O delays and setup. The quantity of hold-fixing buffers added after cts is 0.

For the worst setup path, the data arrival time is 2.04 ns. The total half-perimeter wirelength after legalization and detailed placement is 1060 um. The number of enable-type register cells in the synthesized netlist is 12. Yosys reported that registers with async set or reset make up 0. In this run the tools logged warnings totalling 27. The number of rows in the core area is 23. The share of final-layout standard cells stronger than drive strength 1 is 0.0778.

The worst max-slew margin expressed relative to the limit is 0.552. The highest fanout seen on the critical path is 6. The I/O pin total is 11.

The count of final hold-check violations is 0. Entering global routing, the biggest net connects 9 pins. OpenSTA, run right after detailed placement, puts the worst setup slack at 1.08 ns.

The total overflow left after global routing is 0. In this run the remaining antenna-violating nets after routing total 0. Per the placement report, the placed cell count is 136.

In the synthesized netlist the dominant register cell turns out to be edfxtp_1. The run finished with clean final reports. The number of H-tree branching levels is 1. In this run, the number of DRC markers left after iteration 0 of detailed routing was 85. The vias per cell is 4.01. The worst-margin pin slew is 0.670 ns.

The max-slew violation count is 0. The worst path required time is 3.09 ns. The finished layout holds 140 standard cells, fillers aside. The worst supply voltage drop on vdd is 198 uV. The root buffer cell chosen for the clock tree is clkbuf_8.

The report counts max-capacitance violations totalling 0. 0 antenna diodes ended up in the layout. The number of setup buffers added after CTS is 0. The final weighted congestion in routability-driven placement is 0.868. The final standard cell utilization of the core is 0.232. Yosys reported a register bit count of 15. The routed design shows a wire length per standard cell of 10.1 um. For this run, the register share of the synthesized area comes to 0.488. Once placement finished, the instance area stood at 910 sq um. The vertical die dimension is 86 um. The clock slew seen by the registers of the worst setup and hold paths is 0.06 ns. The Yosys chip area is 861 sq um. The most critical min-delay path falls under register to register. Per the detailed-route log, wirelength across all metal layers totals 1420 um. The number of sinks on the clock net is 15.

The Yosys step of the flow raised 3 warnings. The number of buffers created by CTS is 3. The setup violation total in the final timing report is 0.

Listed in order, past its start point the critical path passes inv_1 > ha_1 > nand2b_1 > a31oi_1 > or3b_1 > a211oi_1. The portion of the clock cycle consumed by the worst path in the final layout is 0.673. The critical path launch point type is a register. The routed via count is 562.

In the Yosys stats the netlist draws on 27 distinct library cells. The CTS tree is built. The x dimension of the die is 86 um. The delay of the slowest critical-path stage is 0.46 ns.

In this run the static leakage power is 0.000396 uW. The post-synthesis to final-layout area growth is 10.9%. The number of antenna violations at the first check in global routing is 0. Per the post-synthesis report, the number of cells in the design is 85.
power by group:
| group | internal (uW) | switching (uW) |
|---|---|---|
| clock network | 88.0 | 62.4 |
| registers | 208 | 0 |
| logic | 1.08 | 1.10 |
final cells by class:
cell class / instances / area, sq um
Clock buffer: 4 / 45.0
Fill cell: 435 / 3160
Timing Repair Buffer: 2 / 20.0
Tap cell: 50 / 62.6
Inverter: 7 / 26.3
Multi-Input combinational cell: 62 / 380
Sequential cell: 15 / 420
logic make-up (layout without fill, tap and decap cells):
family          Yosys count  count (layout)  share of synthesized area
buf+inv                  15              13                      0.100
compound gates            8               8                     0.0741
other cells               1               8                    0.00436
simple gates             35              35                      0.204
xor+xnor                  7               7                     0.0712
flops                    15              15                      0.488
fa+ha+maj                 4               4                     0.0581
flip-flops by register name, indices dropped and copies added (netlist names):
signal and cells:
r_DV 1, RX_MAIN 3, clock_count 8, DATABIT_INDEX 3
routing by layer:
metal	GRT usage	vias to the layer above	wire length, um
li1	-	291	-
met1	0.0499	261	653
met5	0	-	0
met2	0.0629	10	658
met4	0.00150	0	0
met3	0.0191	0	107
worst max-delay path, delay by kind of cell (launching register included):
| kind | cells | cell delay [ns] |
|---|---|---|
| buffers and inverters | 1 | 0.07 |
| AND/OR/NAND/NOR | 2 | 0.47 |
| flip-flops | 1 | 0.42 |
| adder cells (fa/ha/maj) | 1 | 0.19 |
| AND-OR/OR-AND | 2 | 0.65 |
synth_stat cells (all sizes together), types with 2 or more instances:
cell type	instances	area, sq um
or4	2	18.8
nand3	7	35.0
xor2	3	26.3
dfxtp	3	60.1
nand2	4	17.5
nor2	15	56.3
buf	8	60.1
xnor2	4	35.0
nand2b	2	12.5
inv	7	26.3
ha	4	50.1
a211oi	2	15.0
edfxtp	12	360
stage by stage:
stage,total power (uW),hold WS (ns)
finish,360,0.520
detailed placement,214,0.502
CTS,364,0.512
global route,371,0.532
global placement,214,0.492
floorplan,219,0.460
worst paths after layout:
check,endpoint,slack (ns),cells after the start,from
worst min-delay path,RX_MAIN[1],0.52,1,RX_MAIN[2]
worst max register to register,DATABIT_INDEX[1],1.05,6,clock_count[0]
worst max-delay path,DATABIT_INDEX[1],1.05,6,clock_count[0]
worst min register to register,RX_MAIN[1],0.52,1,RX_MAIN[2]
cell usage in the layout, fill, tap and decap left out, types with 2 or more instances in the layout:
cell / Yosys / routed
conb_1: 1 / 8
xnor2_1: 4 / 4
dfxtp_1: 3 / 3
inv_1: 7 / 7
clkdlybuf4s50_1: 0 / 2
nand2_1: 3 / 3
clkbuf_8: 0 / 3
a211oi_1: 2 / 2
nor2_1: 15 / 15
nand2b_1: 2 / 2
nand3_1: 7 / 7
ha_1: 4 / 4
edfxtp_1: 12 / 12
xor2_1: 3 / 3
Power figures rest on the tool's default switching activity, not on a simulated workload.
